## flow/config.mk

```make
export PLATFORM = sky130hd
export DESIGN_NAME = btn_debounce_GOOD
export DESIGN_NICKNAME = btn_debounce_GOOD
export VERILOG_FILES = /design/flow/design.v
export SDC_FILE = /design/flow/constraint.sdc
export NUM_CORES = 4
export LEC_CHECK = 1
export CORE_AREA = 10 10 87 87
export DIE_AREA = 0 0 97 97
export SYNTH_HDL_FRONTEND = slang
```

## flow/constraint.sdc

```tcl
current_design btn_debounce_GOOD

set clk_period 2.6
set clk_io_pct 0.2

create_clock -name clk0 -period $clk_period [get_ports {clk}]

set non_clock_inputs [all_inputs -no_clocks]
set_input_delay [expr $clk_period * $clk_io_pct] -clock clk0 $non_clock_inputs
set_output_delay [expr $clk_period * $clk_io_pct] -clock clk0 [all_outputs]
```

## flow/run.sh

```bash
#!/bin/bash
# OpenROAD 26Q1-2900-gdf79404cd8, Yosys 0.63+post, stock flow scripts
make -C /OpenROAD-flow-scripts/flow DESIGN_CONFIG=/design/flow/config.mk WORK_HOME=/design/flow/orfs finish
```

## flow/design.v

```verilog
`timescale 1ns / 1ps
module OV7670_CCTV_Game (
    input logic       clk,         
    input logic       reset,
    input logic       start_btn,   
    input logic [2:0] sw,          
    output logic       xclk,
    input  logic       pclk,
    input  logic       href,
    input  logic       vsync,
    input  logic [7:0] data,
    output logic       h_sync,
    output logic       v_sync,
    output logic [3:0] r_port,
    output logic [3:0] g_port,
    output logic [3:0] b_port,
    inout logic sda,
    inout logic scl,
    output logic RsTx
);
    logic        sys_clk;   
    logic        DE;
    logic [ 9:0] x_pixel;
    logic [ 9:0] y_pixel;
    logic [16:0] rAddr;
    logic [15:0] rData;
    logic        cam_we;
    logic        buffer_we;
    logic [16:0] wAddr;
    logic [15:0] wData;
    logic [ 8:0] player_x;
    logic [16:0] rAddr_display;
    logic [16:0] rAddr_detector;
    logic [16:0] rAddr_uart;
    logic        detector_scanning;
    logic [ 8:0] cam_x;
    logic [ 8:0] cam_y;
    logic        player_detected;
    logic [ 9:0] score;
    logic [ 5:0] timer_sec;
    logic [ 2:0] game_state;
    logic [ 8:0] enemy_x      [0:7];
    logic [ 8:0] enemy_y      [0:7];
    logic        enemy_active [0:7];
    logic [ 8:0] item_x       [0:1];
    logic [ 8:0] item_y       [0:1];
    logic        item_active  [0:1];
    logic        item_type    [0:1];
    logic        double_score_active;
    logic [11:0] bg_data;
    logic        w_invincible;
    logic        start_btn_debounced;
    assign xclk = sys_clk;
    assign buffer_we = (game_state >= 3'd3) ? 1'b0 : cam_we;
    assign cam_x = x_pixel[9:1];
    assign cam_y = y_pixel[9:1];
    assign rAddr_display = cam_y * 9'd320 + (9'd319 - cam_x);
    always_comb begin
        if (game_state == 3'd4) begin
            rAddr = rAddr_uart;
        end else if (detector_scanning && !DE) begin
            rAddr = rAddr_detector;
        end else begin
            rAddr = rAddr_display;
        end
    end
    always_comb begin
        bg_data = {rData[15:12], rData[10:7], rData[4:1]};
    end
    btn_debounce U_Start_Btn_Debounce (
        .clk  (sys_clk),             
        .rst  (reset),
        .i_btn(start_btn),           
        .o_btn(start_btn_debounced)  
    );
    Game_Data_Sender U_GameSender (
        .clk                (clk),
        .reset              (reset),
        .vsync              (vsync),
        .player_x           (player_x),
        .enemy_x_all        (enemy_x),
        .enemy_y_all        (enemy_y),
        .item_x             (item_x),
        .item_y             (item_y),
        .item_active        (item_active),
        .item_type          (item_type),
        .double_score_active(double_score_active),
        .invincible         (w_invincible),        
        .score              (score),
        .timer_sec          (timer_sec),
        .game_state         (game_state),
        .btn_pressed        (start_btn_debounced),  
        .sw                 (sw),
        .frame_data         (rData),
        .frame_addr         (rAddr_uart),
        .uart_tx            (RsTx)
    );
    OV7670_Config_I2C U_CFG (
        .clk  (sys_clk),
        .reset(reset),
        .scl  (scl),
        .sda  (sda)
    );
    pclk_gen U_PXL_CLK (
        .clk  (clk),
        .reset(reset),
        .pclk (sys_clk)
    );
    VGA_Syncher U_VGA_Syncher (
        .clk    (sys_clk),
        .reset  (reset),
        .h_sync (h_sync),
        .v_sync (v_sync),
        .DE     (DE),
        .x_pixel(x_pixel),
        .y_pixel(y_pixel)
    );
    frame_buffer U_FrameBuffer (
        .wclk (pclk),
        .we   (buffer_we),
        .wAddr(wAddr),
        .wData(wData),
        .rclk (clk),
        .oe   (1'b1),
        .rAddr(rAddr),
        .rData(rData)
    );
    OV7670_Mem_Controller U_OV7670_Mem_Controller (
        .pclk (pclk),
        .reset(reset),
        .href (href),
        .vsync(vsync),
        .data (data),
        .we   (cam_we),
        .wAddr(wAddr),
        .wData(wData)
    );
    RedDetector U_RedDetector (
        .clk            (sys_clk),
        .reset          (reset),
        .vsync          (vsync),
        .DE             (DE),
        .frame_data     (rData),
        .frame_addr     (rAddr_detector),
        .scanning       (detector_scanning),
        .player_x       (player_x),
        .player_y       (),  
        .player_detected(player_detected)
    );
    Game_Controller_Top U_Game_Controller_Top (
        .clk                (sys_clk),
        .reset              (reset),
        .start_btn          (start_btn_debounced),  
        .DE                 (DE),
        .x_pixel            (x_pixel),
        .y_pixel            (y_pixel),
        .bg_data            (bg_data),
        .sw                 (sw),
        .player_x           (player_x),
        .player_detected    (player_detected),
        .r_port             (r_port),
        .g_port             (g_port),
        .b_port             (b_port),
        .game_state         (game_state),
        .score              (score),
        .timer_sec          (timer_sec),
        .invincible         (w_invincible),         
        .double_score_active(double_score_active),
        .enemy_x            (enemy_x),
        .enemy_y            (enemy_y),
        .enemy_active       (enemy_active),
        .item_x             (item_x),
        .item_y             (item_y),
        .item_active        (item_active),
        .item_type          (item_type)
    );
endmodule
module btn_debounce_GOOD (
    input clk,       
    input rst,
    input i_btn,     
    output o_btn
);
    reg btn_sync_0, btn_sync_1;
    always @(posedge clk or posedge rst) begin
        if (rst) begin
            btn_sync_0 <= 0;
            btn_sync_1 <= 0;
        end else begin
            btn_sync_0 <= i_btn;
            btn_sync_1 <= btn_sync_0;  
        end
    end
    reg [17:0] counter;
    reg btn_stable;
    always @(posedge clk or posedge rst) begin
        if (rst) begin
            counter <= 0;
            btn_stable <= 0;
        end else begin
            if (btn_sync_1 == btn_stable) begin
                counter <= 0;
            end else begin
                counter <= counter + 1;
                if (counter == 250_000) begin  
                    btn_stable <= btn_sync_1;  
                    counter <= 0;
                end
            end
        end
    end
    reg btn_prev;
    always @(posedge clk) btn_prev <= btn_stable;
    assign o_btn = btn_stable & ~btn_prev;
endmodule
```

==> results.py <==
# Synthesis and PnR figures
metrics = {
    "timing": {
        "worst_pin_slew_ns": 0.4937,
        "finalMaxSlewViolations": 0,
        "slew_headroom": 0.6697,
        "fin_crit_sh": 0.7469,
        "fmax_ghz": 0.5149,
        "hold_ws_ns": 0.3540,
        "fin_worst_skew_ns": 0.001733,
        "tns_ns": 0,
        "worst_slack_ns": 0.6580,
        "grt_setup_unrepaired": "no",
        "timing.final.crit_period_ns": 1.942,
        "hold_viol": 0,
        "setup_viol": 0,
    },
    "clocking": {
        "post_cts.repair.setup_buffers": 0,
        "clock-sinks": 22,
        "cts_made_buffers": 3,
        "cts_hold_buf": 0,
        "cts_tree": "yes",
        "cts-root-buf": "clkbuf_8",
        "clk-insertion-delay-late_ns": 0.26,
        "htreeDepth": 1,
        "clkSlewWorstSetupHoldPaths_ns": 0.08,
        "ctsResizeCount": 0,
        "cts_buffer_depth": 2,
    },
    "route": {
        "drcViolationCount": 0,
        "drt-total-wl_um": 1838,
        "postRouteAntennaNets": 0,
        "vias": 726,
        "routedWlPerCell_um": 10.04,
        "top_layer": "met3",
        "antenna_cells": 0,
        "wl_met3_um": 83,
        "met1_length_um": 1011,
        "avgViaCountPerCell": 3.967,
        "first_pass_iters": 4,
        "first_iter_violations": 46,
        "routed-wl-met2_um": 743,
    },
    "synth": {
        "yosysWarningCount": 0,
        "simple_gate_share": 0.2485,
        "ys_ff": 22,
        "synth_cell_types": 24,
        "netlist_area_um2": 1062,
        "synthCells": 104,
        "synth_area_leader_cell": "dfrtp_1",
        "ys_seq_share": 0.5135,
        "ys_top_cells_by_area": "dfrtp_1 49%, xnor2_1 9.1%, nor2_1 6.7%, nand3_1 3.3%, xor2_1 3.3%",
        "topCombFamilyByArea": "simple AND/OR/NAND/NOR gates",
        "ys_chip_area_um2": 1062,
        "top_cell_area_share": 0.4947,
        "avgSynthCellArea_um2": 10.21,
        "synthXorXnorAreaFrac": 0.1237,
        "yosys.area_share.aoi": 0.04476,
        "ys_sh_mux": 0.01060,
        "ys_sh_adder": 0.02356,
        "ys_cells": 104,
    },
    "floorplanning": {
        "initCoreUtil": 0.1883,
        "die-height_um": 97,
        "num_rows": 27,
        "core_um2": 5642,
        "die_area_um2": 9409,
        "io_pins": 4,
        "die_x_um": 97,
    },
    "power_and_ir_drop": {
        "seqPwrFrac": 0.590,
        "p_leak_nw": 0.5055,
        "ir_worst_vdd_v": 0.0001521,
        "p_int_mw": 0.4679,
        "p_per_area_nw_per_um2": 486.0,
        "p_sw_frac": 0.2179,
        "p_clk_frac": 0.359,
        "switching_power_mw": 0.1304,
        "share_comb_of_total_power": 0.052,
    },
    "global_route": {
        "grt_pass1_vias": 722,
        "grt_usage": 0.04082,
        "grt_max_degree": 22,
        "grt_overflow_total": 0,
        "grt_pass1_wl_um": 3367,
        "antenna_found_initial": 0,
    },
    "worst_setup_path": {
        "crit_chain": "or4_1 -> o41ai_4 -> buf_4 -> nor2_1",
        "critPathLaunch": "counter[5]",
        "cp.arrival_ns": 2.09,
        "critPathMaxFanout": 12,
        "slowest_delay_ns": 0.59,
        "required_ns": 2.75,
        "cp-start-kind": "flop",
        "critical_path_class": "reg2reg",
        "crit_path_end_kind": "flop",
        "critPathSlowestCell": "or4_1",
        "cp_num_buf_inv": 1,
        "worstReg2RegStart": "counter[5]",
        "cpLargestDelayFamily": "simple AND/OR/NAND/NOR gates",
    },
    "place": {
        "dp_slack_ns": 0.6920,
        "place_congestion": 0.8768,
        "dpl.hpwl_um": 1281,
        "portBuffers": 3,
    },
    "run": {
        "log.warning_count": 26,
        "drv_cap": 0,
    },
    "min_path": {
        "min_path_type": "reg2reg",
        "hold_start": "btn_sync_0",
    },
    "status": {
        "status": "finished clean",
    },
    "layout": {
        "area_growth_pct": 15.90,
        "drive_gt1_frac": 0.09009,
    },
}
through the flow:
step / power [mW] / instance area, µm² / utilization / std cells
5_1_grt: 0.6301 / 1231 / 0.2182 / 183
2_1_floorplan: 0.3793 / 1062 / - / 104
4_1_cts: 0.6075 / 1231 / 0.2182 / 183
3_5_place_dp: 0.3911 / 1186 / 0.2102 / 179
6_report: 0.5983 / 1231 / 0.2182 / 183
3_3_place_gp: 0.3897 / 1186 / 0.2102 / 179
logic make-up (layout without fill, tap and decap cells):
kind of cell / Yosys count / in the layout
AND/OR/NAND/NOR: 50 / 50
AND-OR/OR-AND: 5 / 5
buffers and inverters: 9 / 16
adder cells (fa/ha/maj): 2 / 2
flip-flops: 22 / 22
multiplexers: 1 / 1
XOR/XNOR: 15 / 15
synthesized netlist by cell type, drive strengths merged:
| cell type | n |
|---|---|
| nand4 | 5 |
| a21oi | 2 |
| ha | 2 |
| nor4 | 5 |
| xor2 | 4 |
| inv | 7 |
| or3 | 2 |
| dfxtp | 1 |
| dfrtp | 21 |
| nor2b | 1 |
| o41ai | 1 |
| nor3 | 4 |
| nand3 | 7 |
| clkbuf | 1 |
| nor2 | 19 |
| xnor2 | 11 |
| or4 | 2 |
| nand2 | 4 |
| and3 | 1 |
| mux2 | 1 |
| buf | 1 |
| o21ai | 2 |
power by group through the flow:
stage     logic [mW]  clock network (mW)  registers (mW)
4_1_cts       0.0320               0.223           0.353
5_1_grt       0.0358               0.241           0.353
6_report      0.0309               0.215           0.353
per-layer routing:
metal / global-route usage / vias to the layer above
met5: 0 / -
met4: 0.003382 / 0
met3: 0.01576 / 0
met2: 0.05726 / 10
met1: 0.05980 / 349
li1: - / 367
worst paths after layout:
| kind | slack, ns | endpoint | depth (start not counted) |
|---|---|---|---|
| min in group asynchronous | 0.59 | counter[15] | 3 |
| max reg2reg | 0.66 | counter[6] | 4 |
| max in group asynchronous | 1.79 | counter[1] | 3 |
| min | 0.35 | btn_sync_1 | 0 |
| min reg2reg | 0.35 | btn_sync_1 | 0 |
| max | 0.66 | counter[6] | 4 |
sequential cells by signal, indices dropped and copies added, names as in the netlist:
name / cells
counter: 18
btn_prev: 1
btn_sync_1: 1
btn_sync_0: 1
btn_stable: 1
layout make-up:
class	count	area, µm²
clock buffer	4	45.04
inverter	7	26.28
fill	600	4410
multi-input combinational	73	479.2
tap	72	90.09
timing repair buffer	5	45.04
sequential	22	545.5
worst register-to-register path, stage by stage, from the launching register on:
cell	delay [ns]
dfrtp_1	0.45
or4_1	0.60
o41ai_4	0.44
buf_4	0.28
nor2_1	0.07
layout by cell type (no fill, tap or decap):
| cell type | netlist | routed |
|---|---|---|
| a21oi_1 | 2 | 2 |
| and3_2 | 1 | 1 |
| buf_4 | 1 | 2 |
| clkbuf_1 | 1 | 1 |
| clkbuf_8 | 0 | 3 |
| clkdlybuf4s50_1 | 0 | 3 |
| dfrtp_1 | 21 | 21 |
| dfxtp_1 | 1 | 1 |
| ha_1 | 2 | 2 |
| inv_1 | 7 | 7 |
| mux2_2 | 1 | 1 |
| nand2_1 | 4 | 4 |
| nand3_1 | 7 | 7 |
| nand4_1 | 4 | 4 |
| nand4_4 | 1 | 1 |
| nor2_1 | 19 | 19 |
| nor2b_1 | 1 | 1 |
| nor3_1 | 4 | 4 |
| nor4_1 | 5 | 5 |
| o21ai_0 | 2 | 2 |
| o41ai_4 | 1 | 1 |
| or3_1 | 2 | 2 |
| or4_1 | 1 | 1 |
| or4_4 | 1 | 1 |
| xnor2_1 | 11 | 11 |
| xor2_1 | 4 | 4 |
Power figures rest on the tool's default switching activity, not on a simulated workload.
