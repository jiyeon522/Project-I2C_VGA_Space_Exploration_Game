`flow/config.mk`:
```
export PLATFORM = sky130hd
export DESIGN_NAME = UART_Rx
export DESIGN_NICKNAME = UART_Rx
export VERILOG_FILES = /design/flow/design.v
export SDC_FILE = /design/flow/constraint.sdc
export NUM_CORES = 4
export LEC_CHECK = 1
export CORE_UTILIZATION = 40
export SYNTH_HDL_FRONTEND = slang
```
`flow/constraint.sdc`:
```
current_design UART_Rx

set clk_period 4.6
set clk_io_pct 0.2

create_clock -name clk0 -period $clk_period [get_ports {clk}]

set non_clock_inputs [all_inputs -no_clocks]
set_input_delay [expr $clk_period * $clk_io_pct] -clock clk0 $non_clock_inputs
set_output_delay [expr $clk_period * $clk_io_pct] -clock clk0 [all_outputs]
```
`flow/design.v`:
```
`timescale 1ns / 1ps
module UART_Rx (
    input  logic       clk,       
    input  logic       reset,
    input  logic       rx,        
    output logic [7:0] data_out,  
    output logic       rx_done    
);
    localparam CLK_DIV = 868;
    typedef enum logic [1:0] {IDLE, START, DATA, STOP} state_t;
    state_t state;
    logic [12:0] clk_cnt;
    logic [2:0]  bit_idx;
    logic [7:0]  rx_data;
    always_ff @(posedge clk or posedge reset) begin
        if (reset) begin
            state    <= IDLE;
            clk_cnt  <= 0;
            bit_idx  <= 0;
            data_out <= 0;
            rx_done  <= 0;
            rx_data  <= 0;
        end else begin
            rx_done <= 0;  
            case (state)
                IDLE: begin
                    if (rx == 0) begin  
                        state   <= START;
                        clk_cnt <= 0;
                    end
                end
                START: begin
                    if (clk_cnt == (CLK_DIV / 2)) begin
                        if (rx == 0) begin
                            state   <= DATA;
                            clk_cnt <= 0;
                            bit_idx <= 0;
                        end else begin
                            state <= IDLE;  
                        end
                    end else begin
                        clk_cnt <= clk_cnt + 1;
                    end
                end
                DATA: begin
                    if (clk_cnt == CLK_DIV - 1) begin
                        clk_cnt <= 0;
                        rx_data[bit_idx] <= rx;  
                        if (bit_idx == 7) state <= STOP;
                        else bit_idx <= bit_idx + 1;
                    end else begin
                        clk_cnt <= clk_cnt + 1;
                    end
                end
                STOP: begin
                    if (clk_cnt == CLK_DIV - 1) begin
                        state    <= IDLE;
                        data_out <= rx_data;  
                        rx_done  <= 1;        
                    end else begin
                        clk_cnt <= clk_cnt + 1;
                    end
                end
            endcase
        end
    end
endmodule
```
`flow/run.sh`:
```
#!/bin/bash
# OpenROAD 26Q1-2900-gdf79404cd8, Yosys 0.63+post, stock flow scripts
make -C /OpenROAD-flow-scripts/flow DESIGN_CONFIG=/design/flow/config.mk WORK_HOME=/design/flow/orfs finish
```
==> results.txt <==
Implementation run completed; key figures follow.

CTS:
- The run puts the insertion delay of the later-clocked pin in the worst-skew pair at 0.28 ns.
- In the CTS report, the clock slew at the register clock pins of the worst setup and hold paths is listed as 0.07 ns.
- The run gives the TritonCTS buffer count as 5.
- After clock tree synthesis, the flow added hold-fix buffers numbering 0.
- The run gives the CTS H-tree depth as 2.
- The run gives the TritonCTS clock tree as built.
- The run gives the number of setup buffers added after CTS as 0.
- Post-CTS repair changed the size of 0 cells.
- The tree is rooted in a sky130_fd_sc_hd__clkbuf_8.
- The run puts the sink count of the clock tree at 37.
- The run puts the number of buffers between clock root and the deepest sink at 2.

Run:
- The run gives the number of maximum-capacitance constraint violations as 0.
- The run puts the number of warnings the tools reported at 26.

Route:
- The run puts the number of DRC violations after detailed-routing iteration 0 at 88.
- The routed layout has 1432 vias.
- The run gives the average routed wire per standard cell as 14.91 µm.
- Before antenna repair, the detailed router went through 4 iterations.
- The run gives the via density per instance as 5.845.
- The run puts the remaining number of nets flagged by the antenna check after routing at 0.
- The run puts the total wirelength of the detailed-routed design at 3652 µm.
- The run puts the final routed DRC violation total at 0.
- The run puts the antenna diode instance count at 0.

Cells and area:
- The run puts the summed area of non-filler cells in the final layout at 2143 µm².
- The run puts the utilization after layout at 48.55%.
- The run gives the synthesis-to-finish area growth as 14.51%.
- The run puts the fraction of layout cells with a size suffix above 1 at 16.06%.
- The run puts the sequential cell area in the final layout at 927.1 µm².
- The run gives the area taken by multi-input logic gates as 860.8 µm².
- The run puts the tally of filler cells in the layout at 389.

STA:
- The run gives the fmax as 368.5 MHz.
- Counting pins that exceed their max-slew limit in the final report gives 0.
- On the final layout, the worst clock skew is 0.003274 ns.
- The run puts the total negative slack for setup checks at 0 ns.
- The transition time recorded at the tightest slew-check pin is 0.5756 ns.
- The run puts the final worst-path setup slack at 1.886 ns.
- The run puts the number of hold violations in the final report at 0.
- Setup repair after global routing left no endpoint under its margin.
- The final report lists the setup-violating endpoint count as 0.
- The run puts the final critical delay including setup and external delays at 2.714 ns.
- The run gives the worst relative slew slack as 61.28%.
- The run gives the final clock period utilization by the worst path as 59.00%.
- Final hold analysis gives a worst-case slack of 0.5042 ns.

GRT:
- The run gives the number of global-route vias before repair as 1301.
- The first global-routing pass estimated 6465 µm of wire.
- The run gives the total routing usage reported by global routing as 16.56%.
- The run puts the total congestion overflow at 0.
- The run puts the number of antenna violations at the first check in global routing at 0.
- The run puts the largest net degree at the start of global routing at 38.

Critical path:
- The critical path endpoint has a required time of 4.80 ns.
- The timing report notes that buffer and inverter cells on the critical path total 0.
- STA classifies the critical path startpoint as a flip-flop.
- The run gives the library cell contributing the largest single delay on the critical path as sky130_fd_sc_hd__or4b_4.
- The report lists the cells along the critical path as or4b_4 > nor4b_4 > nand2_1 > and3_1 > o221ai_1.
- The run gives the path type of the worst setup path as flip-flop to flip-flop.
- The run gives the delay contributed by the slowest stage of the critical path as 0.60 ns.
- The run puts the highest fanout seen on the critical path at 12.
- The run gives the critical path's top delay family as simple AND/OR/NAND/NOR gates.
- The run gives the critical path arrival as 2.91 ns.
- STA classifies the critical path endpoint as a flip-flop.

Logic synthesis:
- Per the synthesis report, the dominant area consumer among library cells is sky130_fd_sc_hd__dfrtp_1.
- In this run, synthesis produced a sequential element count of 37.
- The run puts the async set or reset register ratio after synthesis at 100.0%.
- Post-synth the commonest register cell is sky130_fd_sc_hd__dfrtp_1.
- Yosys attributes the largest share of cell area to sky130_fd_sc_hd__dfrtp_1, sky130_fd_sc_hd__mux2_2, sky130_fd_sc_hd__a31oi_1.
- The run puts the post-synthesis instance area at 1872 µm².
- The number of different library cells used by synthesis comes to 36.
- The run puts the sequential area share after synthesis at 49.53%.
- A synthesized cell averages 10.34 µm².
- The run gives the gate count after technology mapping as 181.
- The run gives the leading cell type by number of instances after synthesis as sky130_fd_sc_hd__dfrtp_1.
- Counting the warning lines in the Yosys log gives 0.
- The run puts the top-area cell type share of the netlist area at 48.13%.
- The synth_stat.txt file lists the number of cells as 181.
- Ranked by instance count, the synthesized netlist is headed by sky130_fd_sc_hd__dfrtp_1, sky130_fd_sc_hd__a31oi_1, sky130_fd_sc_hd__nand3_1.
- Post-synthesis, Yosys gives the total cell area as 1872 µm².
- The run puts the count of library flops with an enable pin at 0.

Power and ir drop:
- The run puts the worst supply voltage drop on vdd at 0.2951 mV.
- The run gives the power density relative to cell area as 291.3 nW/µm².
- The analysis attributes to cell leakage a power of 0.9562 nW.

Die:
- In this run the count of I/O pins placed on the die edge is 12.
- For this configuration, the core starts out at a cell density of 42.40%.
- Per the OpenROAD floorplan log, the area of the die is 4957 µm².
- The run puts the number of standard-cell rows in the floorplan at 24.
- The run gives the die height as 70.41 µm.
- The run gives the core outline area as 4414 µm².
- The run puts the horizontal die dimension at 70.41 µm.

Worst hold path:
- The min-delay analysis places its worst path in the category flip-flop to flip-flop.

Placed design:
- The run puts the cell area after placement at 2027 µm².
- The run puts the quantity of I/O buffers inserted on ports at 11.
- The run puts the worst setup slack before clock tree synthesis at 1.941 ns.
- The run gives the last weighted congestion value of the routability-driven placer as 0.8826.
- The run gives the half-perimeter wire length of the detailed placement result as 2410 µm.

Outcome:
- The flow ran to the end, and the final reports show no timing, DRC or antenna violations.
worst reg2reg max path, cell delays in order (launching register included):
cell and delay, ns:
sky130_fd_sc_hd__dfrtp_1 0.45, sky130_fd_sc_hd__or4b_4 0.60, sky130_fd_sc_hd__nor4b_4 0.48, sky130_fd_sc_hd__nand2_1 0.41, sky130_fd_sc_hd__and3_1 0.45, sky130_fd_sc_hd__o221ai_1 0.24
flip-flops by register name (all words and copies together) (netlist names):
signal    cells
bit_idx       3
rx_done       1
data_out      8
state         4
clk_cnt      13
rx_data       8
where the power goes:
part	internal, mW	switching, mW
Combinational	0.00355	0.00855
Sequential	0.327	0.000795
Clock	0.177	0.108
Total	0.507	0.117
per-layer routing:
layer	vias to the layer above	wire length, µm	global-route usage, %
li1	689	-	-
met1	699	1768	26.55
met2	38	1660	24.97
met3	6	173	3.066
met4	0	51	2.000
met5	-	0	0
cell type report:
cell class	instances	area share, %
multi-input cells	123	40.16
clock inverters	1	1.401
flip-flops and latches	37	43.26
clock buffers	7	4.028
inverters	11	1.926
repair buffers	14	6.188
well taps	52	3.036
through the flow:
stage	power [mW]	std cells
floorplan	0.3416	181
global placement	0.3460	237
detailed placement	0.3467	237
CTS	0.6333	245
global route	0.6516	245
finish	0.6244	245
placed cells by master (no fill, tap or decap), types with 4 or more instances in the layout:
cell / instances
sky130_fd_sc_hd__inv_1: 11
sky130_fd_sc_hd__o21ai_0: 7
sky130_fd_sc_hd__ha_1: 4
sky130_fd_sc_hd__clkbuf_8: 6
sky130_fd_sc_hd__and3_1: 5
sky130_fd_sc_hd__nor2_1: 6
sky130_fd_sc_hd__nor3_1: 5
sky130_fd_sc_hd__clkdlybuf4s50_1: 11
sky130_fd_sc_hd__dfrtp_1: 36
sky130_fd_sc_hd__nand3_1: 17
sky130_fd_sc_hd__a31oi_1: 17
sky130_fd_sc_hd__nand2_1: 13
sky130_fd_sc_hd__mux2_2: 16
sky130_fd_sc_hd__nand3b_1: 4
cells by family after synthesis:
group / after synthesis / synth area share (%)
AOI/OAI and AO/OA: 37 / 12.90
xor gates and xnor gates: 1 / 0.4680
adders and majority gates: 4 / 2.674
buffers and inverters: 21 / 4.479
DFF: 37 / 49.53
muxes: 16 / 9.626
and+or+nand+nor: 65 / 20.32
worst paths after layout:
kind,startpoint,to,slack [ns],cells after the start
min reg2reg,data_out[6]$_DFFE_PP0P_,data_out[6]$_DFFE_PP0P_,0.50,1
max reg2reg,clk_cnt[2]$_DFFE_PP0N_,clk_cnt[3]$_DFFE_PP0N_,1.89,5
min,data_out[6]$_DFFE_PP0P_,data_out[6]$_DFFE_PP0P_,0.50,1
min in group asynchronous,reset,data_out[4]$_DFFE_PP0P_,1.04,3
max in group asynchronous,reset,state[0]$_DFF_PP1_,3.21,3
max,clk_cnt[2]$_DFFE_PP0N_,clk_cnt[3]$_DFFE_PP0N_,1.89,5
Power and IR drop assume default switching activity.
